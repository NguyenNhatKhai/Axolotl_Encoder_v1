### design.v
localparam EGF_ORDER = 8;
localparam logic EGF_PRI_POL[EGF_ORDER : 0] = '{1, 0, 1, 1, 1, 0, 0, 0, 1};
localparam RS_COR_CAP = 8;
localparam RS_PAR_LEN = 2 * RS_COR_CAP;
localparam RS_COD_LEN = 2 ** EGF_ORDER - 1;
localparam RS_MES_LEN = RS_COD_LEN - RS_PAR_LEN;
localparam logic [RS_PAR_LEN : 0][EGF_ORDER - 1 : 0] RS_GEN_POL = '{'b00000001, 'b01110110, 'b00110100, 'b01100111, 'b00011111, 'b01101000, 'b01111110, 'b10111011, 'b11101000, 'b00010001, 'b00111000, 'b10110111, 'b00110001, 'b01100100, 'b01010001, 'b00101100, 'b01001111};
localparam ENC_SYM_NUM = 4;
localparam logic [RS_PAR_LEN - 1 : 0][$clog2(RS_COD_LEN) - 1 : 0] ENC_CON_STA = '{'d239, 'd240, 'd241, 'd242, 'd243, 'd244, 'd245, 'd246, 'd247, 'd248, 'd249, 'd250, 'd251, 'd252, 'd253, 'd254};
localparam SEL_PHA_NUM = 5;
localparam PRO_PHA_NUM = 4;
typedef enum logic [$clog2(SEL_PHA_NUM) - 1 : 0] {
    SEL_IDL,
    SEL_MES,
    SEL_PAR,
    SEL_MTP,
    SEL_PTM
} SEL_PHASE;
typedef enum logic [$clog2(PRO_PHA_NUM) - 1 : 0] {
    PRO_IDL,
    PRO_FIR,
    PRO_NOR,
    PRO_LAS
} PRO_PHASE;
module enc_controller (
    input clk,
    input rst_n,
    output logic [$clog2(RS_COD_LEN) - 1 : 0] con_counter,
    output logic con_stall,
    output SEL_PHASE sel_phase,
    output logic [$clog2(ENC_SYM_NUM + 1) - 1 : 0] sel_request,
    output logic [$clog2(ENC_SYM_NUM) - 1 : 0] sel_offset,
    output PRO_PHASE pro_phase,
    output logic [$clog2(ENC_SYM_NUM + 1) - 1 : 0] for_request,
    output logic [$clog2(2 * ENC_SYM_NUM - 1) - 1 : 0] for_offset
);
    logic con_stall_reg;
    logic [$clog2(ENC_SYM_NUM) - 1 : 0] sel_offset_reg;
    logic [$clog2(2 * ENC_SYM_NUM - 1) - 1 : 0] for_offset_reg;
    always_ff @(posedge clk) begin
        if (!rst_n) begin
            con_counter <= '0;
        end else if (con_counter > RS_COD_LEN - ENC_SYM_NUM) begin
            con_counter <= con_counter + ENC_SYM_NUM - RS_COD_LEN;
        end else begin
            con_counter <= con_counter + ENC_SYM_NUM;
        end
    end
    always_ff @(posedge clk) begin
        if (!rst_n) begin
            con_stall_reg <= '0;
        end else begin
            con_stall_reg <= con_stall;
        end
    end
    always_comb begin
        logic [RS_PAR_LEN - 1 : 0] con_stall_temp;
        for (int i = 0; i < RS_PAR_LEN; i++) begin
            con_stall_temp[i] = (con_counter == ENC_CON_STA[i]);
        end
        con_stall = |con_stall_temp;
    end
    always_comb begin
        if (con_counter == '0) begin
            sel_phase = SEL_IDL;
        end else if (con_counter < ENC_SYM_NUM) begin
            sel_phase = SEL_PTM;
        end else if (con_counter <= RS_MES_LEN) begin
            sel_phase = SEL_MES;
        end else if (con_counter < RS_MES_LEN + ENC_SYM_NUM) begin
            sel_phase = SEL_MTP;
        end else if (con_counter <= RS_COD_LEN) begin
            sel_phase = SEL_PAR;
        end else begin
            sel_phase = SEL_IDL;
        end
    end
    always_comb begin
        if (sel_phase == SEL_IDL) begin
            sel_request = '0;
        end else if (sel_phase == SEL_MES) begin
            sel_request = ENC_SYM_NUM;
        end else if (sel_phase == SEL_PAR) begin
            sel_request = '0;
        end else if (sel_phase == SEL_MTP) begin
            sel_request = RS_MES_LEN + ENC_SYM_NUM - con_counter;
        end else if (sel_phase == SEL_PTM) begin
            sel_request = con_counter;
        end else begin
            sel_request = '0;
        end
    end
    always_ff @(posedge clk) begin
        if (!rst_n) begin
            sel_offset_reg <= '0;
        end else begin
            sel_offset_reg <= sel_offset;
        end
    end
    always_comb begin
        if (con_counter == ENC_SYM_NUM) begin
            sel_offset = '0;
        end else if (sel_phase == SEL_IDL) begin
            sel_offset = '0;
        end else if (con_stall_reg) begin
            sel_offset = sel_offset_reg - sel_request;
        end else begin
            sel_offset = sel_offset_reg + ENC_SYM_NUM - sel_request;
        end
    end
    always_comb begin
        if (con_counter < RS_MES_LEN % ENC_SYM_NUM) begin
            pro_phase = PRO_IDL;
        end else if (con_counter < ENC_SYM_NUM + RS_MES_LEN % ENC_SYM_NUM) begin
            pro_phase = PRO_FIR;
        end else if (con_counter < RS_MES_LEN) begin
            pro_phase = PRO_NOR;
        end else if (con_counter < RS_MES_LEN + ENC_SYM_NUM) begin
            pro_phase = PRO_LAS;
        end else begin
            pro_phase = PRO_IDL;
        end
    end
    always_comb begin
        if (pro_phase == PRO_IDL) begin
            for_request = '0;
        end else if (pro_phase == PRO_FIR) begin
            for_request = RS_MES_LEN % ENC_SYM_NUM;
        end else if (pro_phase == PRO_NOR) begin
            for_request = ENC_SYM_NUM;
        end else if (pro_phase == PRO_LAS) begin
            for_request = ENC_SYM_NUM;
        end else begin
            for_request = '0;
        end
    end
    always_ff @(posedge clk) begin
        if (!rst_n) begin
            for_offset_reg <= '0;
        end else begin
            for_offset_reg <= for_offset;
        end
    end
    always_comb begin
        if (con_counter == ENC_SYM_NUM) begin
            for_offset = ENC_SYM_NUM - RS_MES_LEN % ENC_SYM_NUM;
        end else if (con_stall_reg) begin
            for_offset = for_offset_reg - for_request;
        end else begin
            for_offset = for_offset_reg + ENC_SYM_NUM - for_request;
        end
    end
endmodule
### run.sh
#!/bin/bash
# OpenROAD 26Q1-2900-gdf79404cd8, Yosys 0.63+post, stock flow scripts
make -C /OpenROAD-flow-scripts/flow DESIGN_CONFIG=/design/flow/config.mk WORK_HOME=/design/flow/orfs finish
### config.mk
export PLATFORM = sky130hd
export DESIGN_NAME = enc_controller
export DESIGN_NICKNAME = enc_controller
export VERILOG_FILES = /design/flow/design.v
export SDC_FILE = /design/flow/constraint.sdc
export NUM_CORES = 4
export LEC_CHECK = 1
export CORE_AREA = 10 10 97 97
export DIE_AREA = 0 0 107 107
export SYNTH_HDL_FRONTEND = slang
### constraint.sdc
current_design enc_controller

set clk_period 4.9
set clk_io_pct 0.2

create_clock -name clk0 -period $clk_period [get_ports {clk}]

set non_clock_inputs [all_inputs -no_clocks]
set_input_delay [expr $clk_period * $clk_io_pct] -clock clk0 $non_clock_inputs
set_output_delay [expr $clk_period * $clk_io_pct] -clock clk0 [all_outputs]
==> run notes <==
Results of the run.

The run finished with clean final reports. STA lists the maximum fanout along the critical path as 8. The initialized floorplan defines 31 standard-cell rows. The power density over the cells is 249 nW/um^2.

STA classifies the critical path endpoint as an output pin. The placed wire-length estimate is 2210 um. The tree built by TritonCTS fans out to 14 sinks. The internal power of the cells is 0.276 mW. CTS reports a maximum clock tree buffer depth of 2.

The parity-gate share of the synthesized area counting xor and xnor cells is 0.0545. Entering global routing, the biggest net connects 14 pins. The count of routing violations after the opening detailed-route iteration is 53.

The synthesized area per cell is 8.46 um^2. Of the post-synthesis cell area, the dominant cell type holds 0.249. The count of distinct cell types in the synthesized netlist is 44. Measured along the x axis, the die boundary spans 107 um. The number of logged tool warnings is 34. The number of optimization iterations in the first detailed-route pass is 4. Data arrives at the worst endpoint at 3550 ps. STA classifies the critical path startpoint as a flop. The cell occurring most often along the worst timing path is inv_1. At the floorplan stage, the core utilization is reported as 0.154. The share of final-layout standard cells stronger than drive strength 1 is 0.0510. Yosys reported that registers with async set or reset make up 0.

Per the post-place timing report, worst setup slack is 621 ps. The switching share of power is 0.272. The number of global-route vias before repair came to 926. The placement report lists the number of port buffers as 26.

The share of total power dissipated in the clock network is 0.293. The synthesized design contains 0 enable-type register cells. The final tally of setup violations is 0.

After synthesis, the cell types taking the most area are dfxtp_1 25%, ha_1 16%, and2_1 6.1%, xnor2_1 4.7%, nand2_1 4.3%. Once synthesis finished, the tally of register bits stood at 14. For this run, the register share of the synthesized area comes to 0.249. The yosys warning tally is 0. Wires add up to 2760 um. In this run, the synthesized area fraction spent on adder and majority cells is recorded as 0.174.

The total global-route track usage is 0.0493. The cell chosen for the clock root is clkbuf_8. The critical path goes through inv_1 > ha_1 > a21bo_2 > nand3_1 > inv_1 > ha_1 > inv_1 > fa_1 > and2_1 > a211oi_1 > a211oi_1 > nor3_1 > clkdlybuf4s50_1.

In the routed design, unresolved DRC markers number 0. The post-route core utilization is 0.208. For reference, the most critical setup path is categorized as flop to output pin. Looking at the post-CTS report, the setup buffer insertion count equals 0. The design draws 0.379 mW. Yosys reports the multiplexer fraction of the synthesized area as 0.00890. The synthesized-area fraction occupied by and/or/nand/nor cells is 0.275. At the pin with the least slew margin, the transition time is 496 ps.

Subtracting the final worst setup slack from the clock period gives 4530 ps. The routed layout has 954 vias. The highest clock frequency the design can meet is 221 MHz. The maximum vdd drop is 0.000109 V. The sum of negative setup slack is 0 ps. Summed over all nets, the switching power comes to 0.103 mW.

The height of the die is 107 um. The combinational share of power is 0.361. On the worst setup and hold paths after CTS, the clock-pin slew comes to 60 ps. The count of antenna diodes in the layout is 0. The first-pass GRT wire length is 4690 um. The final weighted congestion of routability-driven global placement is 0.843.

The worst hold path belongs to the class flop to flop. According to the floorplan report, the total die area is 11,400 um^2. The cell total in the yosys stat output is 133. The number of max-cap violations is 0. The routed design shows a wire length per standard cell of 10.8 um. The detail route stage leaves a number of antenna-violating nets equal to 0. TritonCTS built the clock tree. Of the total power, registers draw 0.346.

The register with the most flip-flops in the layout has 8 of them. The count of pins on the block boundary is 27. The synthesized instance count is 133. The final timing report lists a hold violation count of 0.

The critical path in the final layout is reported with a setup slack of 373 ps. The static leakage is 0.619 nW. The number of antenna violations at the first check in global routing is 0.

Global routing finished with a remaining overflow of 0. The number of instances resized during post-cts repair is 0. The timing report shows that the slowest cell on the worst path is clkdlybuf4s50_1. The area of the core region is 7290 um^2. Among all stages on the critical path, the maximum delay recorded is 490 ps. The count of fill cells added during filler insertion is 821. The final timing report lists a max-slew violation count of 0. The later pin in the worst-skew pair is clocked with a latency of 240 ps. The flow measured a signed area growth from synthesis to layout of 35.2%. Clock skew on the completed layout was measured at 1.32 ps. The post-layout period usage of the worst path is 0.924.

The cell type with the highest aggregate area in the netlist is dfxtp_1. The total of hold buffers inserted after clock tree synthesis is 0. For reference, the top cells by count after synthesis are 14 x dfxtp_1, 14 x ha_1, 13 x nand2_1. In the synthesized netlist the dominant register cell turns out to be dfxtp_1. Across all checked pins, the minimum headroom to the slew limit is 0.667. The number of H-tree levels is 1.

The and-or/or-and share of the synthesized area is 0.160. The mean number of vias per cell is 3.73. Setup repair after global routing left no endpoint under its margin. The total standard cell area after synthesis is 1120 um^2.

The total CTS buffers is 3. The synthesized chip area reported by yosys is 1120 um^2. In the synthesized netlist, the dominant kind of combinational cell is simple AND/OR/NAND/NOR gates.

Data on the critical path is required at its endpoint by 3920 ps.
final cells by class:
type / instances / area (um^2) / area share
flip-flops and latches: 14 / 280 / 0.184
inverters: 12 / 45.0 / 0.0296
well taps: 99 / 124 / 0.0815
multi-input cells: 101 / 756 / 0.497
clock buffers: 4 / 55.1 / 0.0362
repair buffers: 26 / 260 / 0.171
power by group through the flow:
stage	sequential, mW	clock [mW]	combinational [mW]
after CTS	0.131	0.116	0.140
after global routing	0.132	0.121	0.157
final	0.131	0.111	0.137
path summary, 6_finish.rpt:
path / depth (start not counted) / to / slack (ps) / start
worst max-delay path: 13 / for_offset[2] / 370 / con_counter[2]
worst min-delay path: 3 / sel_offset_reg[0] / 550 / sel_offset_reg[0]
worst max register to register: 12 / for_offset_reg[2] / 1980 / con_counter[2]
worst min register to register: 3 / sel_offset_reg[0] / 550 / sel_offset_reg[0]
per-layer routing:
layer | part of all wire | global-route usage | vias to the layer above
li1 | - | - | 507
met1 | 0.48 | 0.0646 | 423
met2 | 0.43 | 0.0773 | 22
met3 | 0.094 | 0.0218 | 2
met4 | 0.0051 | 0.00193 | 0
met5 | 0 | 0 | -
critical path, delay by kind of cell, from the launching register on:
family | cells | cell delay [ps]
adders and majority gates | 3 | 820
buffers and inverters | 4 | 870
AOI/OAI and AO/OA | 3 | 620
DFF | 1 | 480
and+or+nand+nor | 3 | 520
cell usage in the layout, fill, tap and decap left out, types with 4 or more instances in the layout:
master | synthesis | final
nand3_1 | 5 | 5
clkdlybuf4s50_1 | 0 | 26
o21ai_0 | 5 | 5
inv_1 | 12 | 12
ha_1 | 14 | 14
nor3_1 | 5 | 5
and2_1 | 11 | 11
clkbuf_8 | 1 | 4
nand2_1 | 13 | 13
xnor2_1 | 6 | 6
dfxtp_1 | 14 | 14
kinds of logic (layout without fill, tap and decap cells):
| logic type | Yosys count | in the layout |
|---|---|---|
| AND/OR/NAND/NOR | 53 | 53 |
| adder cells (fa/ha/maj) | 15 | 15 |
| XOR/XNOR | 7 | 7 |
| multiplexers | 1 | 1 |
| buffers and inverters | 18 | 42 |
| flip-flops | 14 | 14 |
| AND-OR/OR-AND | 25 | 25 |
per-stage QoR:
stage | std cells | cell area (um^2) | hold WS (ps)
after CTS | 256 | 1520 | 555
after floorplan | 133 | 1120 | 526
after global placement | 252 | 1470 | 542
final | 256 | 1520 | 548
after detailed placement | 252 | 1470 | 546
after global routing | 256 | 1520 | 604
Power is estimated from default activity; no workload was simulated.
