[/design/flow/config.mk]
export PLATFORM = sky130hd
export DESIGN_NAME = enc_selector
export DESIGN_NICKNAME = enc_selector
export VERILOG_FILES = /design/flow/design.v
export SDC_FILE = /design/flow/constraint.sdc
export NUM_CORES = 4
export LEC_CHECK = 1
export CORE_UTILIZATION = 50
export SYNTH_HDL_FRONTEND = slang
[/design/flow/constraint.sdc]
current_design enc_selector

set clk_period 14.4
set clk_io_pct 0.2

create_clock -name clk0 -period $clk_period [get_ports {clk}]

set non_clock_inputs [all_inputs -no_clocks]
set_input_delay [expr $clk_period * $clk_io_pct] -clock clk0 $non_clock_inputs
set_output_delay [expr $clk_period * $clk_io_pct] -clock clk0 [all_outputs]
[/design/flow/design.v]
localparam EGF_ORDER = 8;
localparam logic EGF_PRI_POL[EGF_ORDER : 0] = '{1, 0, 1, 1, 1, 0, 0, 0, 1};
localparam RS_COR_CAP = 8;
localparam RS_PAR_LEN = 2 * RS_COR_CAP;
localparam RS_COD_LEN = 2 ** EGF_ORDER - 1;
localparam RS_MES_LEN = RS_COD_LEN - RS_PAR_LEN;
localparam logic [RS_PAR_LEN : 0][EGF_ORDER - 1 : 0] RS_GEN_POL = '{'b00000001, 'b01110110, 'b00110100, 'b01100111, 'b00011111, 'b01101000, 'b01111110, 'b10111011, 'b11101000, 'b00010001, 'b00111000, 'b10110111, 'b00110001, 'b01100100, 'b01010001, 'b00101100, 'b01001111};
localparam ENC_SYM_NUM = 4;
localparam logic [RS_PAR_LEN - 1 : 0][$clog2(RS_COD_LEN) - 1 : 0] ENC_CON_STA = '{'d239, 'd240, 'd241, 'd242, 'd243, 'd244, 'd245, 'd246, 'd247, 'd248, 'd249, 'd250, 'd251, 'd252, 'd253, 'd254};
localparam SEL_PHA_NUM = 5;
localparam PRO_PHA_NUM = 4;
typedef enum logic [$clog2(SEL_PHA_NUM) - 1 : 0] {
    SEL_IDL,
    SEL_MES,
    SEL_PAR,
    SEL_MTP,
    SEL_PTM
} SEL_PHASE;
typedef enum logic [$clog2(PRO_PHA_NUM) - 1 : 0] {
    PRO_IDL,
    PRO_FIR,
    PRO_NOR,
    PRO_LAS
} PRO_PHASE;
module enc_selector (
    input clk,
    input rst_n,
    input SEL_PHASE sel_phase,
    input [$clog2(ENC_SYM_NUM + 1) - 1 : 0] sel_request,
    input [$clog2(ENC_SYM_NUM) - 1 : 0] sel_offset,
    input [ENC_SYM_NUM - 1 : 0][EGF_ORDER - 1 : 0] enc_data,
    input [2 * ENC_SYM_NUM - 1 : 0][EGF_ORDER - 1 : 0] buf_data,
    input PRO_PHASE pro_phase,
    input [RS_PAR_LEN - 1 : 0][EGF_ORDER - 1 : 0] pro_data,
    output logic [ENC_SYM_NUM - 1 : 0][EGF_ORDER - 1 : 0] sel_data
);
    logic [RS_PAR_LEN - 1 : 0][EGF_ORDER - 1 : 0] pro_data_reg;
    logic [RS_PAR_LEN - 1 : 0][EGF_ORDER - 1 : 0] pro_data_shift;
    always_ff @(posedge clk) begin
        if (!rst_n) begin
            pro_data_reg <= '0;
        end else if (pro_phase == PRO_LAS) begin
            for (int i = RS_PAR_LEN - 1; i >= 0; i --) begin
                if (i >= ENC_SYM_NUM - sel_request) begin
                    pro_data_reg[i] <= pro_data[i + sel_request - ENC_SYM_NUM];
                end else begin
                    pro_data_reg[i] <= '0;
                end
            end 
        end else begin
            pro_data_reg <= pro_data_shift;
        end
    end
    always_comb begin
        if (sel_phase == SEL_PAR) begin
            pro_data_shift = '0;
            for (int i = RS_PAR_LEN - 1; i >= ENC_SYM_NUM; i --) begin
                pro_data_shift[i] = pro_data_reg[i - ENC_SYM_NUM];
            end
        end else if (sel_phase == SEL_PTM) begin
            pro_data_shift = '0;
        end else begin
            pro_data_shift = pro_data_reg;
        end
    end
    always_comb begin
        logic [3 * ENC_SYM_NUM - 1 : 0][EGF_ORDER - 1 : 0] sel_data_temp;
        sel_data_temp = {buf_data, enc_data};
        if (sel_phase == SEL_MES) begin
            sel_data = sel_data_temp[ENC_SYM_NUM - 1 + sel_offset -: ENC_SYM_NUM];
        end else if (sel_phase == SEL_PAR) begin
            sel_data = pro_data_reg[RS_PAR_LEN - 1 -: ENC_SYM_NUM];
        end else if (sel_phase == SEL_MTP) begin
            for (int i = ENC_SYM_NUM - 1; i >= 0; i --) begin
                if (i >= ENC_SYM_NUM - sel_request) begin
                    sel_data[i] = sel_data_temp[i + sel_offset + sel_request - ENC_SYM_NUM];
                end else begin
                    sel_data[i] = pro_data[i + sel_request + RS_PAR_LEN - ENC_SYM_NUM];
                end
            end
        end else if (sel_phase == SEL_PTM) begin
            for (int i = ENC_SYM_NUM - 1; i >= 0; i --) begin
                if (i >= sel_request) begin
                    sel_data[i] = pro_data_reg[i + RS_PAR_LEN - ENC_SYM_NUM];
                end else begin
                    sel_data[i] = sel_data_temp[i + sel_offset];
                end
            end
        end else begin
            sel_data = '0;
        end
    end
endmodule
[/design/flow/run.sh]
#!/bin/bash
# OpenROAD 26Q1-2900-gdf79404cd8, Yosys 0.63+post, stock flow scripts
make -C /OpenROAD-flow-scripts/flow DESIGN_CONFIG=/design/flow/config.mk WORK_HOME=/design/flow/orfs finish
==> impl_metrics.tcl <==
# flow metrics
set metrics [dict create \
    status "finished with violations" \
    violations "DRC" \
    cts_tree "yes" \
    max_freq_mhz 81.46 \
    num_vias 17860 \
    netlist_area_sq_um 18150 \
    place_congestion 1.031 \
    clk_pin_slew_worst_paths_ns 0.07 \
    antenna_found_initial 2 \
    setup_viol 0 \
    crit_slowest_cell "ha_1" \
    slew_viol_final 0 \
    core_area_sq_um 35660 \
    largest_reg_flops 128 \
    ant_nets 0 \
    antenna_cells 0 \
    wl_per_cell_microns 31.18 \
    grtUsageTotal 0.4397 \
    numClockSinks 128 \
    slowest_delay_ns 1.13 \
    cts-root-buf "clkbuf_16" \
    yosysMostFrequentCell "mux4_2" \
    reg2reg_depth 2 \
    synth_area_per_cell_sq_um 10.01 \
    post-route-period-util 0.8525 \
    cts_made_buffers 17 \
    synth_seq_share 0.1412 \
    dpl_cell_area_sq_um 20810 \
    warnings 38 \
    ios 268 \
    leakagePower_nw 7.612 \
    synth.largest_area_cell "mux4_2" \
    ys.flops 128 \
    r2r_setup_slack_ns 13.45 \
    die_area_sq_um 37070 \
    crit_type "primary input to primary output" \
    die_x_microns 192.5 \
    worst_slew_pin_slew_ns 1.045 \
    cts_buffer_depth 2 \
    end_kind "primary output" \
    holdPathStages 2 \
    fp_util 0.5090 \
    clk_latency_ns 0.44 \
    area_leaders "mux4_2 (35%), dfxtp_1 (14%), mux2i_1 (8.3%)" \
    combGateArea_sq_um 14580 \
    num_rows 69 \
    drt_iter0_drc 1946 \
    yosys_warnings 0 \
    powerDensity_nw_per_um2 78.91 \
    viasPerCell 7.333 \
    gr-total-overflow 0 \
    edf_count 0 \
    grt_start_max_net_pins 71 \
    grt_pass1_vias 16820 \
    grt_setup_unrepaired "no" \
    numPortBuffers 267 \
    cpMostUsedCell "ha_1" \
    fin_skew_ns 0.007266 \
    crit_required_ns 11.52 \
    r2r_end "pro_data_reg[99]" \
    h-tree-depth 4 \
    start_kind "primary input" \
    fin_crit_ns 12.28 \
    min_to "pro_data_reg[2]" \
    synthTopCellsByCount "mux4_2 (282), nand2_1 (246), mux2i_1 (150)" \
    vdd_drop_max_mv 0.08016 \
    post_cts_buffers 0 \
    die_h_microns 192.5 \
    arrival_ns 9.40 \
    drt-pass1-iter-count 48 \
    yosys_cells 1814 \
    netlist_instances 1814 \
    syn2layout_area_growth_pct 17.84 \
    flop_cell "dfxtp_1" \
    timing.rr.start "pro_data_reg[99]" \
    drive_above_1_share 0.2239 \
    regArea_sq_um 2562 \
    post_cts_resize_count 0 \
    maxCapViolations 0 \
    tns_ns 0 \
    synth_cell_type_count 78 \
    hp-start "pro_data_reg[2]" \
    cp_cell_sequence "clkdlybuf4s50_1 -> buf_4 -> clkinv_1 -> ha_1 -> inv_1 -> ha_1 -> ha_1 -> inv_1 -> fa_1 -> buf_4 -> mux4_2 -> nand3b_1 -> nor4bb_1 -> or4_1 -> o21ai_1 -> clkdlybuf4s50_1" \
    fillers 2956 \
    drc 9 \
    routed_wirelength_mm 75.93 \
    finalHoldViolations 0 \
    slew_headroom 0.3035 \
    grt_pass1_wl_mm 111.3 \
    async_flop_share 0 \
    synth_top_area_share 0.3499 \
    crit_fanout 35 \
    worstHoldPathType "flip-flop to flip-flop" \
    yosysChipArea_sq_um 18150 \
    cts_hold_repair.buffers 0 \
    design_area_sq_um 21390 \
    hpwl_mm 57.68 \
]
[report_power, final]
group | leakage (nW) | internal, mW | switching [mW] | total [mW]
clock | 0.272 | 0.250 | 0.184 | 0.434
combinational | 6.30 | 0.402 | 0.463 | 0.865
sequential | 1.04 | 0.373 | 0.0153 | 0.389
total | 7.61 | 1.03 | 0.662 | 1.69
[area by class of cell]
type	instances	share of cell area
sequential	128	0.1198
timing repair buffer	316	0.1416
clock inverter	12	0.005792
inverter	17	0.002984
multi-input combinational	1481	0.6815
tap	461	0.02697
clock buffer	20	0.02135
[worst max path at each step]
stage	startpoint	endpoint	slack, ns
final	sel_offset[1]	sel_data[30]	2.12
after global routing	sel_offset[1]	sel_data[30]	1.92
after CTS	sel_offset[1]	sel_data[30]	2.27
[worst max-delay path, delay by kind of cell]
family	cells	cell delay [ns]
compound gates	1	0.09
fa+ha+maj	4	2.20
buf+inv	7	2.96
mux	1	0.55
simple gates	3	0.71
[routing by layer]
metal / share of wire / track usage
met5: 0.0016 / 0.01923
met2: 0.43 / 0.5992
met3: 0.15 / 0.2193
met1: 0.38 / 0.6346
met4: 0.041 / 0.1375
[logic make-up (layout without fill, tap and decap cells)]
family          Yosys count  in the layout  synth area share
compound gates          491            491            0.1865
simple gates            471            471            0.1183
fa+ha+maj                29             29           0.02165
mux                     483            483            0.4670
xor+xnor                  7              7          0.005861
buf+inv                 205            365           0.05949
flops                   128            128            0.1412
[cells in the final DEF (no fill, tap or decap), types with 22 or more instances in the layout]
| master | count |
|---|---|
| nor2b_1 | 46 |
| a21oi_1 | 144 |
| buf_4 | 51 |
| nand3_1 | 22 |
| a221oi_1 | 23 |
| nor2_1 | 71 |
| a31oi_1 | 26 |
| dfxtp_1 | 128 |
| a22o_1 | 27 |
| mux4_2 | 282 |
| o211ai_1 | 22 |
| o21ai_0 | 62 |
| nand2_1 | 246 |
| a222oi_1 | 33 |
| clkdlybuf4s50_1 | 262 |
| mux2_2 | 47 |
| mux2i_1 | 150 |
[through the flow]
stage / util / total power [mW] / hold slack [ns] / std cells / setup slack [ns]
detailed placement: 0.5836 / 1.237 / 0.4459 / 2403 / 2.292
global placement: 0.5836 / 1.231 / 0.4398 / 2403 / 2.347
finish: 0.5999 / 1.688 / 0.4519 / 2435 / 2.124
CTS: 0.5999 / 1.668 / 0.4523 / 2435 / 2.274
floorplan: - / 0.9460 / 0.4302 / 1814 / 4.908
global route: 0.5999 / 1.763 / 0.4803 / 2435 / 1.918
Power and IR drop assume default switching activity.
