==> design/flow/config.mk <==
export PLATFORM = sky130hd
export DESIGN_NAME = enc_formatter
export DESIGN_NICKNAME = enc_formatter
export VERILOG_FILES = /design/flow/design.v
export SDC_FILE = /design/flow/constraint.sdc
export NUM_CORES = 4
export LEC_CHECK = 1
export CORE_UTILIZATION = 50
export SYNTH_HDL_FRONTEND = slang
==> design/flow/constraint.sdc <==
current_design enc_formatter

set clk_period 5.5
set clk_io_pct 0.2

create_clock -name clk0 -period $clk_period

set non_clock_inputs [all_inputs -no_clocks]
set_input_delay [expr $clk_period * $clk_io_pct] -clock clk0 $non_clock_inputs
set_output_delay [expr $clk_period * $clk_io_pct] -clock clk0 [all_outputs]
==> design/flow/design.v <==
localparam EGF_ORDER = 8;
localparam logic EGF_PRI_POL[EGF_ORDER : 0] = '{1, 0, 1, 1, 1, 0, 0, 0, 1};
localparam RS_COR_CAP = 8;
localparam RS_PAR_LEN = 2 * RS_COR_CAP;
localparam RS_COD_LEN = 2 ** EGF_ORDER - 1;
localparam RS_MES_LEN = RS_COD_LEN - RS_PAR_LEN;
localparam logic [RS_PAR_LEN : 0][EGF_ORDER - 1 : 0] RS_GEN_POL = '{'b00000001, 'b01110110, 'b00110100, 'b01100111, 'b00011111, 'b01101000, 'b01111110, 'b10111011, 'b11101000, 'b00010001, 'b00111000, 'b10110111, 'b00110001, 'b01100100, 'b01010001, 'b00101100, 'b01001111};
localparam ENC_SYM_NUM = 4;
localparam logic [RS_PAR_LEN - 1 : 0][$clog2(RS_COD_LEN) - 1 : 0] ENC_CON_STA = '{'d239, 'd240, 'd241, 'd242, 'd243, 'd244, 'd245, 'd246, 'd247, 'd248, 'd249, 'd250, 'd251, 'd252, 'd253, 'd254};
localparam SEL_PHA_NUM = 5;
localparam PRO_PHA_NUM = 4;
typedef enum logic [$clog2(SEL_PHA_NUM) - 1 : 0] {
    SEL_IDL,
    SEL_MES,
    SEL_PAR,
    SEL_MTP,
    SEL_PTM
} SEL_PHASE;
typedef enum logic [$clog2(PRO_PHA_NUM) - 1 : 0] {
    PRO_IDL,
    PRO_FIR,
    PRO_NOR,
    PRO_LAS
} PRO_PHASE;
module enc_formatter (
    input [$clog2(ENC_SYM_NUM + 1) - 1 : 0] for_request,
    input [$clog2(2 * ENC_SYM_NUM - 1) - 1 : 0] for_offset,
    input [ENC_SYM_NUM - 1 : 0][EGF_ORDER - 1 : 0] enc_data,
    input [2 * ENC_SYM_NUM - 1 : 0][EGF_ORDER - 1 : 0] buf_data,
    output logic [ENC_SYM_NUM - 1 : 0][EGF_ORDER - 1 : 0] for_data
);
    always_comb begin
        logic [3 * ENC_SYM_NUM - 1 : 0][EGF_ORDER - 1 : 0] for_data_temp;
        for_data_temp = {buf_data, enc_data};
        for (int i = ENC_SYM_NUM - 1; i >= 0; i --) begin
            if (i >= for_request) begin
                for_data[i] = '0;
            end else begin
                for_data[i] = for_data_temp[i + for_offset];
            end
        end
    end
endmodule
==> design/flow/run.sh <==
#!/bin/bash
# OpenROAD 26Q1-2900-gdf79404cd8, Yosys 0.63+post, stock flow scripts
make -C /OpenROAD-flow-scripts/flow DESIGN_CONFIG=/design/flow/config.mk WORK_HOME=/design/flow/orfs finish
==> flow_metrics.env <==
# yosys + openroad results
export IMPL_hold_viol=0
export IMPL_die_w_um=77.35
export IMPL_path_depth=8
export IMPL_hold_buffers=0
export IMPL_core_area_um2=5473
export IMPL_nClkBuffers=0
export IMPL_first_iter_violations=198
export IMPL_ir_worst_vdd_mv=0.05546
export IMPL_numSequentialCells=0
export IMPL_worstPathRequired_ns=4.40
export IMPL_cts_resized=0
export IMPL_rows=27
export IMPL_slew_headroom=0.4113
export IMPL_fin_hold_ws_ns=2.995
export IMPL_cp_start_kind="input pin"
export IMPL_crit_chain="clkdlybuf4s50_1, buf_4, ha_1, nor2b_1, nand4b_1, o22ai_1, a211o_1, clkdlybuf4s50_1"
export IMPL_setup_violations_final=0
export IMPL_dpl_worst_slack_ns=0.6030
export IMPL_antenna_found_initial=0
export IMPL_wl_per_cell_um=21.26
export IMPL_yosys_warnings=0
export IMPL_placed_area_um2=4225
export IMPL_path_max_fanout=11
export IMPL_grt_max_degree=42
export IMPL_tightest_slew_ns=0.8791
export IMPL_powerDensity_nw_per_um2=101.9
export IMPL_instances_no_fill=458
export IMPL_critPathTopFamily="buffers and inverters"
export IMPL_design_area_um2=4225
export IMPL_fmax_mhz=199.3
export IMPL_p_comb_frac=1.000
export IMPL_cap_violations=0
export IMPL_fp_util=0.5187
export IMPL_fin_tns_setup_ns=0
export IMPL_clkPwrFrac=0
export IMPL_grt_usage=0.3576
export IMPL_whs_path_depth=5
export IMPL_flop_area_um2=0
export IMPL_period_minus_slack_ns=5.017
export IMPL_dp_cells=458
export IMPL_ys_seq_frac=0
export IMPL_grt_pass1_vias=3176
export IMPL_seqPwrFrac=0
export IMPL_critPathArrivalTime_ns=3.92
export IMPL_via_per_inst=6.653
export IMPL_hpwl_um=7199
export IMPL_overflow=0
export IMPL_fillCellCount=391
export IMPL_leakage_nw=1.668
export IMPL_ys_chip_area_um2=2839
export IMPL_p_int_mw=0.2662
export IMPL_critical_path_max_stage_delay_ns=0.54
export IMPL_portBuffers=134
export IMPL_crit_buf_inv=3
export IMPL_die_y_um=77.35
export IMPL_crit_path_frequent_cell="clkdlybuf4s50_1"
export IMPL_antenna_cells=0
export IMPL_ioPinCount=134
export IMPL_num_vias=3047
export IMPL_routed_wl_um=9737
export IMPL_netlist_area_um2=2839
export IMPL_yosys_cells=261
export IMPL_drive_above_1_share=0.2358
export IMPL_drc_errors=0
export IMPL_dr_pass1_iters=4
export IMPL_fin_crit_sh=0.9122
export IMPL_cp_slowest_cell="nand4b_1"
export IMPL_avgSynthCellArea_um2=10.88
export IMPL_postLayoutCoreUtil=0.7721
export IMPL_p_sw_mw=0.1645
export IMPL_fin_ws_ns=0.4828
export IMPL_criticalPathCategory="in -> out"
export IMPL_area_growth_pct=48.83
export IMPL_chipArea_um2=5983
export IMPL_grt_pass1_wl_um=15750
export IMPL_hold_class="in -> out"
export IMPL_fin_total_pwr_mw=0.4307
export IMPL_gp_congestion=0.9125
export IMPL_status="finished, final reports clean"
export IMPL_p_sw_frac=0.3820
export IMPL_yosysUniqueCellTypes=35
export IMPL_syn_inst=261
export IMPL_post_cts_buffers=0
export IMPL_drv_slew=0
export IMPL_cp_end_kind="output pin"
export IMPL_rsz0062_at_grt="false"
export IMPL_warnings=35
export IMPL_ant_nets=0
[layer usage]
layer,vias up,GRT usage,wire (µm)
met5,-,0,0
met4,0,0.07925,212
met3,21,0.08841,941
met2,195,0.5478,4671
met1,1471,0.5496,3911
li1,1360,-,-
[final timing paths]
kind / slack, ns / to / from
hold / removal: 2.99 / for_data[21] / for_offset[1]
setup / recovery: 0.48 / for_data[28] / for_offset[2]
[kinds of logic after synthesis]
kind of cell,synth area share
xor gates and xnor gates,0.01763
adders and majority gates,0.01763
muxes,0.6540
AOI/OAI and AO/OA,0.1428
and+or+nand+nor,0.09652
buffers and inverters,0.07139
[layout make-up]
cell class,count,area (µm²),area share
multi-input cells,227,2651,0.6275
repair buffers,149,1444,0.3417
well taps,72,90.09,0.02132
inverters,10,40.04,0.009476
[power by group through the flow]
stage	sequential (mW)	combinational (mW)	clock, mW
4_1_cts	0	0.429	0
5_1_grt	0	0.460	0
6_report	0	0.431	0
[placed cells by master, fill, tap and decap left out]
cell	instances
a21oi_1	7
nand4b_1	1
o221ai_1	1
clkdlybuf4s50_1	132
nor3_1	2
o211ai_1	2
mux2_2	2
mux2i_1	40
a211oi_2	1
a21o_1	2
xor2_2	2
o21a_1	2
buf_4	15
mux4_2	63
inv_1	9
a211o_1	15
buf_2	2
xnor2_2	2
nand2_1	15
nand3_1	4
nor2_1	25
nand2b_1	1
nor2b_1	9
ha_1	4
a2bb2oi_1	1
inv_4	1
o32ai_1	8
o22ai_1	15
mux2_4	1
nand3_2	1
nor3b_2	1
[synthesized netlist by cell type, types with 2 or more instances]
| master | number | area [µm²] |
|---|---|---|
| o32ai_1 | 8 | 70.07 |
| a211o_1 | 15 | 131.4 |
| buf_2 | 13 | 65.06 |
| o22ai_1 | 15 | 93.84 |
| inv_1 | 9 | 33.78 |
| nor2b_1 | 9 | 56.30 |
| mux2_2 | 2 | 22.52 |
| buf_4 | 3 | 22.52 |
| a21oi_1 | 7 | 35.03 |
| mux4_2 | 63 | 1419 |
| nand2_1 | 15 | 56.30 |
| mux2i_1 | 40 | 400.4 |
| o211ai_1 | 2 | 15.01 |
| nor3_1 | 2 | 10.01 |
| a21o_1 | 2 | 15.01 |
| o21a_1 | 2 | 15.01 |
| ha_1 | 4 | 50.05 |
| buf_6 | 6 | 67.56 |
| nor2_1 | 25 | 93.84 |
| nand3_1 | 4 | 20.02 |
